<file path="./run.sh">
#!/bin/bash
# OpenROAD 26Q1-2900-gdf79404cd8, Yosys 0.63+post, stock flow scripts
make -C /OpenROAD-flow-scripts/flow DESIGN_CONFIG=/design/flow/config.mk WORK_HOME=/design/flow/orfs finish
</file>
<file path="./config.mk">
export PLATFORM = sky130hd
export DESIGN_NAME = sec_ded_daec_encoder_64
export DESIGN_NICKNAME = sec_ded_daec_encoder_64
export VERILOG_FILES = /design/flow/design.v
export SDC_FILE = /design/flow/constraint.sdc
export NUM_CORES = 4
export LEC_CHECK = 1
export CORE_UTILIZATION = 40
</file>
<file path="./constraint.sdc">
current_design sec_ded_daec_encoder_64

set clk_period 4.3
set clk_io_pct 0.2

create_clock -name clk0 -period $clk_period

set non_clock_inputs [all_inputs -no_clocks]
set_input_delay [expr $clk_period * $clk_io_pct] -clock clk0 $non_clock_inputs
set_output_delay [expr $clk_period * $clk_io_pct] -clock clk0 [all_outputs]
</file>
<file path="./design.v">
module sec_ded_daec_encoder_64(
  input  logic[63:0]  data_i,
  output logic[7:0]   ecc_o
);
  assign ecc_o[0] = data_i[0]^data_i[3]^data_i[5]^data_i[7]^data_i[8]^data_i[9]^data_i[11]^data_i[13]^data_i[14]^data_i[17]^data_i[19]^data_i[22]^data_i[25]^data_i[30]^data_i[32]^data_i[33]^data_i[37]^data_i[40]^data_i[41]^data_i[44]^data_i[48]^data_i[49]^data_i[51]^data_i[56]^data_i[57]^data_i[58];
  assign ecc_o[1] = data_i[0]^data_i[2]^data_i[3]^data_i[4]^data_i[7]^data_i[8]^data_i[14]^data_i[16]^data_i[18]^data_i[21]^data_i[24]^data_i[29]^data_i[31]^data_i[32]^data_i[36]^data_i[39]^data_i[40]^data_i[43]^data_i[47]^data_i[48]^data_i[50]^data_i[55]^data_i[56]^data_i[57]^data_i[63];
  assign ecc_o[2] = data_i[1]^data_i[2]^data_i[4]^data_i[6]^data_i[8]^data_i[10]^data_i[11]^data_i[12]^data_i[14]^data_i[16]^data_i[17]^data_i[20]^data_i[23]^data_i[28]^data_i[30]^data_i[31]^data_i[35]^data_i[38]^data_i[39]^data_i[42]^data_i[46]^data_i[47]^data_i[49]^data_i[54]^data_i[55]^data_i[56]^data_i[62]^data_i[63];
  assign ecc_o[3] = data_i[0]^data_i[1]^data_i[2]^data_i[3]^data_i[5]^data_i[6]^data_i[9]^data_i[11]^data_i[12]^data_i[15]^data_i[16]^data_i[19]^data_i[22]^data_i[24]^data_i[27]^data_i[29]^data_i[30]^data_i[34]^data_i[37]^data_i[38]^data_i[41]^data_i[45]^data_i[46]^data_i[48]^data_i[53]^data_i[54]^data_i[61]^data_i[62]^data_i[63];
  assign ecc_o[4] = data_i[0]^data_i[3]^data_i[5]^data_i[6]^data_i[10]^data_i[11]^data_i[12]^data_i[13]^data_i[15]^data_i[16]^data_i[18]^data_i[21]^data_i[23]^data_i[26]^data_i[28]^data_i[29]^data_i[33]^data_i[36]^data_i[37]^data_i[40]^data_i[44]^data_i[45]^data_i[52]^data_i[53]^data_i[55]^data_i[60]^data_i[61]^data_i[62];
  assign ecc_o[5] = data_i[0]^data_i[1]^data_i[2]^data_i[4]^data_i[5]^data_i[8]^data_i[9]^data_i[10]^data_i[11]^data_i[12]^data_i[13]^data_i[15]^data_i[16]^data_i[17]^data_i[20]^data_i[22]^data_i[25]^data_i[27]^data_i[28]^data_i[32]^data_i[35]^data_i[36]^data_i[43]^data_i[44]^data_i[47]^data_i[51]^data_i[52]^data_i[54]^data_i[59]^data_i[60]^data_i[61];
  assign ecc_o[6] = data_i[1]^data_i[2]^data_i[4]^data_i[6]^data_i[7]^data_i[9]^data_i[10]^data_i[12]^data_i[13]^data_i[14]^data_i[15]^data_i[19]^data_i[21]^data_i[24]^data_i[26]^data_i[27]^data_i[34]^data_i[35]^data_i[39]^data_i[42]^data_i[43]^data_i[46]^data_i[50]^data_i[51]^data_i[53]^data_i[58]^data_i[59]^data_i[60];
  assign ecc_o[7] = data_i[1]^data_i[3]^data_i[4]^data_i[5]^data_i[6]^data_i[8]^data_i[9]^data_i[10]^data_i[13]^data_i[14]^data_i[15]^data_i[18]^data_i[20]^data_i[23]^data_i[25]^data_i[26]^data_i[31]^data_i[33]^data_i[34]^data_i[38]^data_i[41]^data_i[42]^data_i[45]^data_i[49]^data_i[50]^data_i[52]^data_i[57]^data_i[58]^data_i[59];
endmodule
</file>
==> metrics.log <==
[report] implementation figures
INFO  metric netSwitchingFraction = 0.313
INFO  metric diodes = 0
INFO  metric synthCells = between 100 and 150
INFO  metric timing.setup.tns = 0 ns
INFO  metric place_congestion = around 0.85
INFO  metric cp-end-kind = output pin
INFO  metric seqPwrFrac = 0
INFO  metric ant_nets = 0
INFO  metric grt_use_total = 0.192
INFO  metric headroom_to_the_max_slew_limit = 0.743
INFO  metric cts_hold_buf = 0
INFO  metric fmax = 252 MHz
INFO  metric io_pins = roughly 72
INFO  metric num_rows = 19
INFO  metric hold_path_startpoint = data_i[8]
INFO  metric number_of_hold_violations_in_the_final_report = 0
INFO  metric area_added_between_synthesis_and_finish = 62.4%
INFO  metric chip_area = approximately 3300 µm²
INFO  metric flop-count = 0
INFO  metric critPathKind = in2out
INFO  metric yosys.stat.chipArea = 1220 µm²
INFO  metric final_core_util = 0.698
INFO  metric hpwl = approximately 2800 µm
INFO  metric hold_path_class = in2out
INFO  metric power_density = 354 nW/µm²
INFO  metric worst-endpoint-required = approximately 3.4 ns
INFO  metric fin_crit = 3.97 ns
INFO  metric grt_remaining_overflow = 0
INFO  metric status = completed
INFO  metric first_global_vias = around 1100
INFO  metric fillers = 209
INFO  metric worst_ir_drop_vdd = roughly 0.00021 V
INFO  metric crit_path_start_kind = input port
INFO  metric comb_power_share = 1.000
INFO  metric finalMaxSlewViolations = 0
INFO  metric min_path_cells = 5
INFO  metric grt_start_max_net_pins = 4
INFO  metric seq_area_frac_synth = 0
INFO  metric number_of_antenna_violations_at_the_first_check_in_global_routing = 0
INFO  metric drt_wl_total = just under 3000 µm
INFO  metric net-switching-power = ~0.22 mW
INFO  metric timing.final.setup_violations = 0
INFO  metric postSynthAreaPerCell = just over 9 µm²
INFO  metric detail_route.first_pass.iterations = 20
INFO  metric area_of_the_core = ~2800 µm²
INFO  metric final.clkbuf_count = 0
INFO  metric detailroute.via_count = 1012
INFO  metric remaining_drc_errors = 0
INFO  metric flop_area = 0 µm²
INFO  metric setup_repair_after_global_routing_missed_its_margin = no
INFO  metric die_w = around 57 µm
INFO  metric post_synth_instance_area = roughly 1200 µm²
INFO  metric p_int = ~0.48 mW
INFO  metric floorplan.die.height = between 50 and 60 µm
INFO  metric layout_worst_path_cycle_share = 0.922
INFO  metric cts.repair.resized = 0
INFO  metric timing.hold.worst_endpoint = ecc_o[1]
INFO  metric drv_cap = 0
INFO  metric drive_gt1_frac = 0
INFO  metric route.detailed.wl_per_inst = between 10 and 15 µm
INFO  metric clockPowerShare = 0
INFO  metric drt-vias-per-instance = 4.32
INFO  metric worstPathArrival = approximately 3.1 ns
INFO  metric post_cts_buffers = 0
INFO  metric pre_placement_core_utilization = 0.430
INFO  metric netlist_cell_types = 3
INFO  metric path_max_fanout = 2
INFO  metric area.combinational = roughly 1200 µm²
INFO  metric worst_slew_pin_slew = approximately 0.38 ns
INFO  metric first_pass_grt_wire_length = 4750 µm
INFO  metric yosysWarnings = 0
INFO  metric port_buffers = slightly above 70
INFO  metric tool_warnings = 33
INFO  metric leakagePower = approximately 0.67 nW
INFO  metric yosysCellCount = ~130
INFO  metric drt_first_iter_violations = 17
==> power groups by stage <==
stage / clock (mW) / combinational [mW] / sequential (mW)
after CTS: 0 / 0.712 / 0
after global routing: 0 / 0.763 / 0
final: 0 / 0.700 / 0
==> critical path, cell delays in order <==
cell and delay (ns):
clkdlybuf4s50_1 0.51, xor2_1 0.21, xnor2_1 0.15, xnor2_1 0.28
xnor3_1 0.45, xor2_1 0.16, clkdlybuf4s50_1 0.48
==> cells in the mapped netlist <==
| master | instances | area (µm²) |
|---|---|---|
| xor2_1 | 22 | 193 |
| xnor2_1 | 104 | 911 |
| xnor3_1 | 5 | 113 |
==> layout make-up <==
| type | count | share of cell area |
|---|---|---|
| well taps | 31 | 0.0196 |
| repair buffers | 72 | 0.365 |
| multi-input cells | 131 | 0.616 |
==> per-stage QoR <==
| stage | instance area [µm²] | instances | setup slack [ns] | hold slack, ns | power, mW |
|---|---|---|---|---|---|
| final | 1980 | 234 | 0.334 | 2.99 | 0.700 |
| after global routing | 1980 | 234 | 0.223 | 3.10 | 0.763 |
| after CTS | 1980 | 234 | 0.326 | 2.99 | 0.712 |
| after floorplan | 1220 | 131 | 1.44 | 1.99 | 0.383 |
| after detailed placement | 1980 | 234 | 0.326 | 2.99 | 0.708 |
| after global placement | 1980 | 234 | 0.363 | 2.98 | 0.707 |
==> logic make-up (layout without fill, tap and decap cells) <==
group | Yosys count | count (layout) | synth area share
xor+xnor | 131 | 131 | 1.00
buf+inv | 0 | 72 | 0
==> placed cells by master, fill, tap and decap left out, drive strengths merged <==
master	count
xnor2	104
xor2	22
xnor3	5
clkdlybuf4s50	72
==> worst max-delay path by stage <==
stage	slack [ns]	from	cells past startpoint	endpoint
finish	0.33	data_i[5]	7	ecc_o[7]
CTS	0.33	data_i[5]	7	ecc_o[7]
global route	0.22	data_i[62]	7	ecc_o[4]
==> per-layer routing <==
layer | wire (µm) | GRT usage | up-vias
met5 | 0 | 0 | -
met4 | 0 | 0 | 0
met3 | 180 | 0.00690 | 0
met2 | 1430 | 0.360 | 46
met1 | 1300 | 0.262 | 420
li1 | - | - | 546
Power figures rest on the tool's default switching activity, not on a simulated workload.
