==> flow/design.v <==
module sec_ded_decoder_28(
  input  logic[27:0]  data_i,
  input  logic[6:0]   ecc_i,
  output logic[27:0]  corrected_data_o,
  output logic        single_error_o,
  output logic        double_error_o
);
  logic[5:0]  syndrome;
  logic       parity_bit;
  logic[33:0] error_mask;
  logic[33:0] data_i_plus_parity;
  logic[33:0] dout_plus_parity;
  assign syndrome[0] = ecc_i[0]^data_i[0]^data_i[1]^data_i[3]^data_i[4]^data_i[6]^data_i[8]^data_i[10]^data_i[11]^data_i[13]^data_i[15]^data_i[17]^data_i[19]^data_i[21]^data_i[23]^data_i[25]^data_i[26];
  assign syndrome[1] = ecc_i[1]^data_i[0]^data_i[2]^data_i[3]^data_i[5]^data_i[6]^data_i[9]^data_i[10]^data_i[12]^data_i[13]^data_i[16]^data_i[17]^data_i[20]^data_i[21]^data_i[24]^data_i[25]^data_i[27];
  assign syndrome[2] = ecc_i[2]^data_i[1]^data_i[2]^data_i[3]^data_i[7]^data_i[8]^data_i[9]^data_i[10]^data_i[14]^data_i[15]^data_i[16]^data_i[17]^data_i[22]^data_i[23]^data_i[24]^data_i[25];
  assign syndrome[3] = ecc_i[3]^data_i[4]^data_i[5]^data_i[6]^data_i[7]^data_i[8]^data_i[9]^data_i[10]^data_i[18]^data_i[19]^data_i[20]^data_i[21]^data_i[22]^data_i[23]^data_i[24]^data_i[25];
  assign syndrome[4] = ecc_i[4]^data_i[11]^data_i[12]^data_i[13]^data_i[14]^data_i[15]^data_i[16]^data_i[17]^data_i[18]^data_i[19]^data_i[20]^data_i[21]^data_i[22]^data_i[23]^data_i[24]^data_i[25];
  assign syndrome[5] = ecc_i[5]^data_i[26]^data_i[27];
  assign parity_bit = (^data_i) ^ (^ecc_i);
  assign single_error_o = parity_bit;
  assign double_error_o = ~parity_bit & (syndrome != 0);   
  generate
    for(genvar i=1; i<35; i++) begin: g_error_mask
      assign error_mask[i-1] = (syndrome == i);
    end
  endgenerate
  assign data_i_plus_parity = {data_i[27:26], ecc_i[5], data_i[25:11], ecc_i[4], data_i[10:4], ecc_i[3], data_i[3:1], ecc_i[2], data_i[0], ecc_i[1:0]};
  assign dout_plus_parity = single_error_o ? (error_mask ^ data_i_plus_parity) : data_i_plus_parity;
  assign corrected_data_o = {dout_plus_parity[33:32], dout_plus_parity[30:16], dout_plus_parity[14:8], dout_plus_parity[6:4], dout_plus_parity[2]};
endmodule
==> flow/run.sh <==
#!/bin/bash
# OpenROAD 26Q1-2900-gdf79404cd8, Yosys 0.63+post, stock flow scripts
make -C /OpenROAD-flow-scripts/flow DESIGN_CONFIG=/design/flow/config.mk WORK_HOME=/design/flow/orfs finish
==> flow/config.mk <==
export PLATFORM = sky130hd
export DESIGN_NAME = sec_ded_decoder_28
export DESIGN_NICKNAME = sec_ded_decoder_28
export VERILOG_FILES = /design/flow/design.v
export SDC_FILE = /design/flow/constraint.sdc
export NUM_CORES = 4
export LEC_CHECK = 1
export CORE_UTILIZATION = 30
==> flow/constraint.sdc <==
current_design sec_ded_decoder_28

set clk_period 5.5
set clk_io_pct 0.2

create_clock -name clk0 -period $clk_period

set non_clock_inputs [all_inputs -no_clocks]
set_input_delay [expr $clk_period * $clk_io_pct] -clock clk0 $non_clock_inputs
set_output_delay [expr $clk_period * $clk_io_pct] -clock clk0 [all_outputs]
==> metrics.txt <==
# HELP chip_impl_metric Implementation results
# TYPE chip_impl_metric gauge
chip_impl_metric{name="period_minus_slack",unit="ns"} 5.34
chip_impl_metric{name="comb_cell_area",unit="sq mm"} 0.00133
chip_impl_metric{name="globalRouteMet1Util",unit=""} 0.228
chip_impl_metric{name="post-route-period-util",unit=""} 0.971
chip_impl_info{name="mostFrequentLayoutCells",value="sky130_fd_sc_hd__clkdlybuf4s50_1 (63), sky130_fd_sc_hd__xnor2_1 (48), sky130_fd_sc_hd__buf_4 (18), sky130_fd_sc_hd__nand2_1 (16), sky130_fd_sc_hd__xnor3_1 (13)"} 1
chip_impl_metric{name="grt_pass1_wl",unit="mm"} 5.44
chip_impl_metric{name="diodes",unit=""} 0
chip_impl_metric{name="place_worst_setup_slack",unit="ns"} 0.0467
chip_impl_metric{name="floorplan.die.height",unit="um"} 68.5
chip_impl_metric{name="largest_net_degree_at_the_start_of_global_routing",unit=""} 9
chip_impl_metric{name="finalWeightedCongestion",unit=""} 0.884
chip_impl_metric{name="maxSlewViolCount",unit=""} 0
chip_impl_metric{name="worst_ir_drop_vdd",unit="uV"} 217
chip_impl_metric{name="totalNegativeSetupSlack",unit="ns"} 0
chip_impl_metric{name="simple_gate_area_frac",unit=""} 0.226
chip_impl_metric{name="cp_max_fo",unit=""} 4
chip_impl_metric{name="synthesized_area_fraction_occupied_by_ao_oa_aoi_and_oai_cells",unit=""} 0.00472
chip_impl_metric{name="slowest_delay",unit="ns"} 0.49
chip_impl_metric{name="coreArea",unit="sq mm"} 0.00412
chip_impl_info{name="synthTopCellsByArea",value="sky130_fd_sc_hd__xnor2_1 (33%), sky130_fd_sc_hd__xnor3_1 (22%), sky130_fd_sc_hd__xor2_1 (7.9%)"} 1
chip_impl_metric{name="fp-utilization",unit=""} 0.322
chip_impl_metric{name="grt_overflow_total",unit=""} 0
chip_impl_metric{name="seq_area",unit="sq um"} 0
chip_impl_metric{name="fin_util",unit=""} 0.532
chip_impl_metric{name="syn-cell-area",unit="sq mm"} 0.00133
chip_impl_metric{name="floorplan.die.width",unit="um"} 68.5
chip_impl_metric{name="avgViaCountPerCell",unit=""} 4.48
chip_impl_metric{name="timing_worst_slew_pin_value",unit="ns"} 0.451
chip_impl_metric{name="routed_wirelength",unit="mm"} 3.63
chip_impl_metric{name="num_vias",unit=""} 1191
chip_impl_metric{name="drt-initial-drc-count",unit=""} 31
chip_impl_info{name="globalRoute.busiestLayer",value="met2"} 1
chip_impl_metric{name="number_of_standard_cells_after_synthesis",unit=""} 135
chip_impl_metric{name="overall_global_routing_resource_usage",unit=""} 0.161
chip_impl_metric{name="slew-limit-headroom",unit=""} 0.697
chip_impl_info{name="type_of_the_worst_setup_path",value="input pin to output pin"} 1
chip_impl_metric{name="synth.yosys.chip_area",unit="sq mm"} 0.00133
chip_impl_info{name="critical_path.endpoint_type",value="output pin"} 1
chip_impl_metric{name="synth.area.mux_share",unit=""} 0
chip_impl_metric{name="fin_worst_hold_slack",unit="ns"} 2.95
chip_impl_metric{name="yosys.cell_types.count",unit=""} 24
chip_impl_info{name="worstSetupStartpointType",value="input pin"} 1
chip_impl_metric{name="final_hold_viol_count",unit=""} 0
chip_impl_info{name="outcome",value="completed"} 1
chip_impl_metric{name="postSynthAreaPerCell",unit="sq um"} 9.81
chip_impl_metric{name="area.growth.synth_to_final",unit="%"} 65.3
chip_impl_metric{name="cp_data_required_time",unit="ns"} 4.40
chip_impl_metric{name="max_cap_violations",unit=""} 0
chip_impl_metric{name="filler_cell_count",unit=""} 364
chip_impl_metric{name="grt_pass1_vias",unit=""} 1182
chip_impl_info{name="mostFrequentLayoutCell",value="sky130_fd_sc_hd__clkdlybuf4s50_1"} 1
chip_impl_metric{name="floorplan.rows",unit=""} 23
chip_impl_metric{name="static-leakage-power",unit="nW"} 0.921
chip_impl_metric{name="yosys.area_share.adder",unit=""} 0
chip_impl_metric{name="post_synth_xor_area_fraction",unit=""} 0.757
chip_impl_metric{name="antenna_left",unit=""} 0
chip_impl_metric{name="design.die.area",unit="sq mm"} 0.00469
chip_impl_metric{name="antenna_found_initial",unit=""} 0
chip_impl_info{name="post_synth_main_logic_family",value="XOR/XNOR gates"} 1
chip_impl_metric{name="setup_viol",unit=""} 0
chip_impl_metric{name="worstPathArrival",unit="ns"} 4.24
chip_impl_metric{name="avgRoutedWirePerCell",unit="um"} 13.6
chip_impl_metric{name="layout-drive-gt1-share",unit=""} 0.153
chip_impl_metric{name="post-layout-total-power",unit="uW"} 805
chip_impl_metric{name="globalRouteMet3Util",unit=""} 0.00676
chip_impl_metric{name="ff_count",unit=""} 0
chip_impl_metric{name="place.detailed.hpwl",unit="mm"} 3.24
chip_impl_metric{name="timing.fmax",unit="GHz"} 0.187
chip_impl_metric{name="post-route-worst-setup-slack",unit="ns"} 0.160
chip_impl_metric{name="cellPowerDensity",unit="mW/mm^2"} 368
chip_impl_metric{name="drt_first_pass_iters",unit=""} 4
chip_impl_metric{name="grt_use_met2",unit=""} 0.286
chip_impl_info{name="synthDominantAreaCellType",value="sky130_fd_sc_hd__xnor2_1"} 1
chip_impl_info{name="worstPathCellList",value="clkdlybuf4s50_1 > xor3_1 > xnor3_1 > xor3_1 > xnor3_2 > nor4_4 > nand2_1 > xnor2_1 > clkdlybuf4s50_1"} 1
chip_impl_metric{name="ys.warnings.count",unit=""} 0
chip_impl_metric{name="route.detailed.drc",unit=""} 0
chip_impl_info{name="crit_slowest_cell",value="sky130_fd_sc_hd__clkdlybuf4s50_1"} 1
chip_impl_metric{name="cts-hold-fix-buffers",unit=""} 0
chip_impl_info{name="hold_path_class",value="input pin to output pin"} 1
chip_impl_metric{name="layout_clock_buffer_count",unit=""} 0
chip_impl_info{name="rsz0062_at_grt",value="no"} 1
chip_impl_metric{name="top_area_frac",unit=""} 0.331
chip_impl_metric{name="port_buffers",unit=""} 65
chip_impl_metric{name="ios",unit=""} 65
chip_impl_metric{name="postSynthSeqShare",unit=""} 0
chip_impl_metric{name="number_of_cells_in_yosys_stat",unit=""} 135
chip_impl_metric{name="stage_log_warnings",unit=""} 32
## routing by layer
layer  wire (um)  vias to the layer above  share of wire
li1            -                      606              -
met1        1620                      551           0.44
met2        1870                       34           0.51
met3         145                        0          0.040
met4           0                        0              0
met5           0                        -              0
## worst paths after layout
| kind | from | end | slack (ns) | cells past startpoint |
|---|---|---|---|---|
| worst max-delay path | data_i[0] | corrected_data_o[17] | 0.16 | 9 |
| worst min-delay path | data_i[17] | corrected_data_o[17] | 2.95 | 3 |
## layout make-up
cell class | count | area share
Multi-Input combinational cell | 132 | 0.608
Timing Repair Buffer | 83 | 0.361
Tap cell | 50 | 0.0286
Inverter | 1 | 0.00228
## through the flow
stage          instances  cell area [sq um]
2_1_floorplan        135               1330
3_3_place_gp         264               2150
3_5_place_dp         264               2150
4_1_cts              264               2150
5_1_grt              266               2190
6_report             266               2190
## kinds of logic after synthesis
family | count (synthesis)
buffers and inverters | 3
and+or+nand+nor | 48
AOI/OAI and AO/OA | 1
xor gates and xnor gates | 83
## synthesized netlist by cell type, drive strengths merged
cell and count:
xnor3 14, nor2 8, xnor2 52, clkbuf 1, clkinv 1, nor4 2, nand2 17, nand4b 1
xor2 13, xor3 4, nand3 7, and2 3, nor2b 2, buf 1, nand2b 4, a31oi 1
nand4 1, nor4b 3
## worst max-delay path, delay by kind of cell
family,cells,cell delay (ns)
buffers and inverters,2,0.98
xor gates and xnor gates,5,1.59
and+or+nand+nor,2,0.57
## repair_timing
| item | 4_1_cts | 5_1_grt |
|---|---|---|
| buffers inserted | 0 | 2 |
| setup endpoints to repair | 0 | 27 |
| endpoints found under the hold margin | 0 | 0 |
| gates resized | 0 | 6 |
## power by group
part / switching [mW] / internal, mW / leakage [nW]
Clock: 0 / 0 / 0
Sequential: 0 / 0 / 0
Combinational: 0.366 / 0.440 / 0.921
Power and IR drop assume default switching activity.
